**run.sh**
```bash
#!/bin/bash
# OpenROAD 26Q1-2900-gdf79404cd8, Yosys 0.63+post, stock flow scripts
make -C /OpenROAD-flow-scripts/flow DESIGN_CONFIG=/design/flow/config.mk WORK_HOME=/design/flow/orfs finish
```
**config.mk**
```make
export PLATFORM = sky130hd
export DESIGN_NAME = counter
export DESIGN_NICKNAME = counter
export VERILOG_FILES = /design/flow/design.v
export SDC_FILE = /design/flow/constraint.sdc
export NUM_CORES = 4
export LEC_CHECK = 1
export CORE_AREA = 10 10 70 70
export DIE_AREA = 0 0 80 80
```
**constraint.sdc**
```tcl
current_design counter

set clk_period 1.0
set clk_io_pct 0.2

create_clock -name clk0 -period $clk_period [get_ports {clk}]

set non_clock_inputs [all_inputs -no_clocks]
set_input_delay [expr $clk_period * $clk_io_pct] -clock clk0 $non_clock_inputs
set_output_delay [expr $clk_period * $clk_io_pct] -clock clk0 [all_outputs]
```
**design.v**
```verilog
module counter(clk,rst,count);
input clk,rst;
output[3:0] count;
reg[3:0] count_up;
always@(posedge clk or posedge rst)begin
    if(rst)
    count_up<=4'd0;
    else
    count_up<=count_up+4'd1;
end
assign count=count_up;
endmodule
```
==> reports/qor.csv <==
metric;value;unit
fp.coreArea;3416;um^2
slowest_stage;dfrtp_1;
ys_cells;10;
synth_cell_types;6;
synthMostInstantiatedCell;dfrtp_1;
rsz0062_at_grt;no;
path_class;register to register;
outcome;finished clean;
yosys_warnings;1;
grt.busiest_layer;met3;
antenna_found_initial;0;
dieArea;6400;um^2
wl;433;um
synth_area;142.6;um^2
whs;0.1514;ns
p_leak;0.1526;nW
first_pass_iters;2;
warning_count;26;
grtUsageMet2;1.445;%
clk_pin_slew;0.04;ns
tns;0;ns
top_regs;count_up: 4 flops;
slew_headroom;90.38;%
overflow;0;
synthArstFlopShare;100.0;%
powerDensity;1225;nW/um^2
worstSetupEndpointType;register;
fp.dieW;80;um
root_buffer;clkbuf_4;
met3_usage;2.955;%
num_vias;122;
hold_class;primary input to asynchronous set/reset pin;
port_buffers;5;
drt_iter0_drc;5;
grt_pass1_vias;151;
clock_latency;0.23;ns
area_growth;110.5;%
synth_area_leader_cell;dfrtp_1;
drive_gt1_share;58.33;%
cts_tree;yes;
initial_core_util;4.176;%
cts_buffers;3;
required;1.12;ns
n_antenna_cell;0;
ys_seq_share;70.18;%
skew;0.002134;ns
hold_viol_final;0;
fin_ws;0.05145;ns
path_max_fanout;3;
fin_total_pwr;0.0003679;W
syn_area_per_cell;14.26;um^2
top_cells_by_count;dfrtp_1 (4), inv_1 (2);
pre_cts_ws;-0.09492;ns
drv_cap;0;
cp_slowest_stage_delay;0.38;ns
cts_sinks;4;
cp_top_family;flip-flops;
regMostFlops;count_up;
wire_per_inst;6.186;um
fmax;1.054;GHz
drc_errors;0;
row_count;21;
ys_chip_area;142.6;um^2
topCellsByArea;dfrtp_1 (70%), ha_1 (8.8%), xnor2_1 (6.1%);
ys.flop_type;dfrtp_1;
top_cell_area_share;70.18;%
setup_viol;0;
grt_use_total;1.578;%
grt_pass1_wl;690;um
synth_cells;10;
gp_congestion;0.6570;
use_met1;1.337;%
vias_per_cell;1.743;
largest_register_ffs;4;
grt_max_degree;5;
worstSetupStartpointType;register;
slew_violations;0;
period_needed;0.9486;ns
synth-edff-count;0;
ant_nets;0;
cp_cell_sequence;buf_4 > ha_2 > xor2_1;
peakVddDrop;0.0001647;V
cp_num_buf_inv;1;
pin_count;6;
finalCritPeriodShare;94.86;%
num-fill-cells;403;
cts_buffer_depth;2;
arrival;1.07;ns
ys_seq_elements;4;
h-tree-depth;1;
tightest_slew;0.1441;ns
ctsHoldBuffers;0;
fp.dieH;80;um
==> layer usage <==
metal / part of all wire [%] / vias up
met5: 0 / -
met3: 28 / 0
met1: 43 / 57
met4: 0 / 0
li1: - / 59
met2: 29 / 6
==> power by group <==
group | switching (W) | total [W] | internal, W
registers | 0 | 0.000163 | 0.000163
logic | 0.00000324 | 0.00000691 | 0.00000366
clock network | 0.0000641 | 0.000198 | 0.000134
total | 0.0000673 | 0.000368 | 0.000301
==> what timing repair did <==
action	CTS	global route
setup endpoints to repair	4	4
endpoints found under the hold margin	0	0
setup buffers	3	0
resized	10	4
==> kinds of logic (layout without fill, tap and decap cells) <==
group	Yosys count	in the layout	synth area share [%]
XOR/XNOR	2	2	12.28
adder cells (fa/ha/maj)	1	1	8.771
buffers and inverters	2	16	5.265
flip-flops	4	4	70.18
AND/OR/NAND/NOR	1	1	3.505
==> layout make-up <==
type                    instances  area, um^2  share of cell area (%)
clock buffers                   3       22.52                   7.500
multi-input cells               4       37.54                   12.50
flip-flops and latches          4       100.1                   33.33
inverters                       2       7.507                   2.500
repair buffers                 11       75.07                   25.00
well taps                      46       57.56                   19.17
==> through the flow <==
step | area [um^2] | util, % | cells
after global routing | 300.3 | 8.791 | 70
final | 300.3 | 8.791 | 70
after floorplan | 142.6 | - | 10
after CTS | 312.8 | 9.158 | 70
after detailed placement | 272.8 | 7.985 | 64
after global placement | 272.8 | 7.985 | 64
==> placed cells by master (no fill, tap or decap) <==
cell,synthesis,routed
inv_1,2,2
buf_2,0,1
clkdlybuf4s50_1,0,1
clkbuf_4,0,3
dfrtp_1,4,4
xor2_1,1,1
nand3_1,1,1
ha_2,0,1
xnor2_1,1,1
buf_4,0,6
clkbuf_2,0,3
==> worst paths after layout <==
| kind | startpoint | slack [ns] | end | depth (start not counted) |
|---|---|---|---|---|
| worst max-delay path | count_up[0] | 0.05 | count_up[2] | 3 |
| worst min-delay path | rst | 0.15 | count_up[3] | 2 |
| worst max register to register | count_up[0] | 0.05 | count_up[2] | 3 |
| worst min register to register | count_up[0] | 0.55 | count_up[0] | 2 |
| max in group asynchronous | rst | 0.70 | count_up[0] | 2 |
| min in group clk0 | count_up[0] | 0.55 | count_up[0] | 2 |
Power figures rest on the tool's default switching activity, not on a simulated workload.
